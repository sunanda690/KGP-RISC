==> ./design.v <==
`timescale 1ns / 1ps
module mux_4_1_32(A0,A1,A2,A3,sel,res);
	output reg [31:0] res;
	 input [1:0] sel;
	 input [31:0] A0,A1,A2,A3;
	 always @(*)
	 begin
		if(sel==2'b00)
		begin
			res = A0;
		end
		else if(sel==2'b01)
		begin
			res = A1;
		end
		else if(sel==2'b10)
		begin
			res = A2;
		end
		else 
		begin
			res = A3;
		end
	 end
endmodule
==> ./run.sh <==
#!/bin/bash
# OpenROAD 26Q1-2900-gdf79404cd8, Yosys 0.63+post, stock flow scripts
make -C /OpenROAD-flow-scripts/flow DESIGN_CONFIG=/design/flow/config.mk WORK_HOME=/design/flow/orfs finish
==> ./config.mk <==
export PLATFORM = sky130hd
export DESIGN_NAME = mux_4_1_32
export DESIGN_NICKNAME = mux_4_1_32
export VERILOG_FILES = /design/flow/design.v
export SDC_FILE = /design/flow/constraint.sdc
export NUM_CORES = 4
export LEC_CHECK = 1
export CORE_AREA = 10 10 76 76
export DIE_AREA = 0 0 86 86
==> ./constraint.sdc <==
current_design mux_4_1_32

set clk_period 5.2
set clk_io_pct 0.2

create_clock -name clk0 -period $clk_period

set non_clock_inputs [all_inputs -no_clocks]
set_input_delay [expr $clk_period * $clk_io_pct] -clock clk0 $non_clock_inputs
set_output_delay [expr $clk_period * $clk_io_pct] -clock clk0 [all_outputs]
==> summary.txt <==
run results: Die Wd 86 um, WS Path Type input pin to primary output, Slowest Stage Delay on Critical Path 0.81 ns, yosys xor share 0%, WP data required 4.16 ns, DPL Wire Length 5210 um, # resized after CTS 0, area share, top type 82.9%, relative slew slack 57.6%, drt pass-1 iters 4, routed length on met2 2940 um, PD cells 82.2 nW/um2, Complex Gates by Area 0%, Yosys cell types 5, WL/cell 22.8 um, Synth Warn # 1, DRC violations left 0, Top non-seq family multiplexers, Top cells by area mux4_2 83%, buf_12 7.4%, mux4_1 6.5%, max_cap viols 0, critical-path maximum fanout 20, GRT overflow 0, tool warnings 33, final setup margin 1.15 ns, Hold Buf Count CTS 0, share of post-route cells with drive strength above 1 16.8%, Antenna Cells 0, WL final 5600 um, clkbuf count 0, Slowest-stage cell, CP clkdlybuf4s50_1, final setup vio count 0, Setup WS pre-CTS 1.11 ns, most frequent CP cell clkdlybuf4s50_1, 1st-iter DRT viols 18, logic area 728 um2, # port buffers 162, Max Slew Vio Count 0, CP cell instances clkdlybuf4s50_1 -> buf_4 -> mux4_2 -> clkdlybuf4s50_1, sequential cells 0, Mux area share 89.4%, worst hold path type input pin to primary output, run status complete, no violations, Hold Crit Endpoint res[29], WL met3 723 um, initial antenna violation count 0, Final ANT Viol Nets 0, Syn-to-layout area delta 197%, synthesized netlist cell count 39, core area 4120 um2, Yosys chip area 815 um2, Synth Seq Share 0%, Tcrit/Tclk final 77.9%, filler instances 333, Peak Freq 247 MHz, path length in cells of the critical path 4, Die Y 86 um, Adder Area Share 0%, Reg area 0 um2, startpoint types input pin, Cell Rows 23, hold violation count in the final report 0, Core Density at Floorplan 19.8%, Worst EP arrival 3.01 ns, largest net degree at the start of global routing 22, sum of negative setup slack 0 ns, Least-Margin Pin Slew 0.636 ns, critical path's top delay family buffers and inverters, Critical path buffers and inverters 3, Yosys top cell by area mux4_2, vias in the first global route 1402, DR vias/cell 4.76, Total Die Area 7400 um2, min Tclk post-route 4.05 ns, P_leak 0.856 nW, Post-CTS Setup Bufs 0, critical path capture point type primary output, worst vdd ir 35.0 uV, Top Ports 162, average size of a mapped cell 20.9 um2, Post-Route M1 WL 1940 um, RSZ-0062 raised after global routing no, hold path startpoint A3[29], vias 1170, hold depth 3, yosys simple share 0%, top sig layer met3, Post-Syn Area 815 um2, first-pass GRT wire length 8570 um, cell count listed in synth_stat.txt 39, All-Layer GR Usage 15.0%, GPL Wtd Cong 0.857
==> area by class of cell <==
| class | instances | area share [%] |
|---|---|---|
| Multi-Input combinational cell | 32 | 30.1 |
| Timing Repair Buffer | 164 | 67.4 |
| Tap cell | 50 | 2.58 |
==> layer usage <==
metal / track usage (%) / vias to the layer above
met2: 26.0 / 87
met5: 0 / -
li1: - / 522
met1: 17.2 / 561
met3: 7.63 / 0
met4: 0 / 0
==> Yosys cell counts <==
cell,number
buf_2,3
buf_12,3
mux4_1,2
mux4_2,30
buf_6,1
==> how the worst max path moves through the flow <==
stage,from,to,slack (ns)
5_1_grt,sel[1],res[11],1.00
6_report,sel[1],res[0],1.15
4_1_cts,sel[1],res[0],1.11
==> stage by stage <==
stage / total power, W / std cells / area [um2] / hold WS [ns] / utilization (%)
after floorplan: 0.0000544 / 39 / 815 / 2.17 / -
after global placement: 0.000201 / 246 / 2420 / 3.20 / 58.9
after detailed placement: 0.000202 / 246 / 2420 / 3.21 / 58.9
after CTS: 0.000203 / 246 / 2420 / 3.21 / 58.9
after global routing: 0.000214 / 246 / 2420 / 3.23 / 58.9
final: 0.000199 / 246 / 2420 / 3.20 / 58.9
==> cell usage in the layout, fill, tap and decap left out <==
cell,netlist,final
mux4_1,2,2
mux4_2,30,30
clkdlybuf4s50_1,0,161
buf_4,0,2
buf_2,3,1
==> tightest hold or removal path: stages <==
cell,delay (ns)
clkdlybuf4s50_1,0.44
mux4_2,0.22
clkdlybuf4s50_1,0.46
==> power breakdown <==
group | switching (W) | internal, W | total (W)
logic | 0.0000358 | 0.000163 | 0.000199
clock network | 0 | 0 | 0
registers | 0 | 0 | 0
==> cells by family (layout without fill, tap and decap cells) <==
kind of cell	count (synthesis)	in the layout
buf+inv	7	164
mux	32	32
Power figures rest on the tool's default switching activity, not on a simulated workload.
